$ cat /design/flow/run.sh
#!/bin/bash
# OpenROAD 26Q1-2900-gdf79404cd8, Yosys 0.63+post, stock flow scripts
make -C /OpenROAD-flow-scripts/flow DESIGN_CONFIG=/design/flow/config.mk WORK_HOME=/design/flow/orfs finish
$ cat /design/flow/config.mk
export PLATFORM = sky130hd
export DESIGN_NAME = Top
export DESIGN_NICKNAME = Top
export VERILOG_FILES = /design/flow/design.v
export SDC_FILE = /design/flow/constraint.sdc
export NUM_CORES = 4
export LEC_CHECK = 1
export CORE_UTILIZATION = 50
$ cat /design/flow/constraint.sdc
current_design Top

set clk_period 9.6
set clk_io_pct 0.2

create_clock -name clk0 -period $clk_period [get_ports {CLK}]

set non_clock_inputs [all_inputs -no_clocks]
set_input_delay [expr $clk_period * $clk_io_pct] -clock clk0 $non_clock_inputs
set_output_delay [expr $clk_period * $clk_io_pct] -clock clk0 [all_outputs]
$ cat /design/flow/design.v
module BCDtoSevenSeg(
input [3:0] LED_BCD,
output reg [6:0]SEG
);
always@(*)
begin
  case(LED_BCD)
               4'b0000: SEG = 7'b1000000;  
               4'b0001: SEG = 7'b1111001;  
               4'b0010: SEG = 7'b0100100;  
               4'b0011: SEG = 7'b0110000;  
               4'b0100: SEG = 7'b0011001;  
               4'b0101: SEG = 7'b0010010;  
               4'b0110: SEG = 7'b0000010;  
               4'b0111: SEG = 7'b1111000;  
               4'b1000: SEG = 7'b0000000;  
               4'b1001: SEG = 7'b0011000;  
               default: SEG = 7'b1000000;  
  endcase
end
endmodule
`timescale 1ns / 1ps
module BinaryToBCD(
     input  [11:0] bnum,
     output reg [15:0] BCD
);
reg [3:0] thousands;
reg [3:0] hundreds;
reg [3:0] tens;
reg [3:0] ones;
reg [27:0] shift;
integer i;
     always @(bnum)
     begin
          thousands = 4'b0;
          hundreds = 4'b0;
          tens = 4'b0;
          ones = 4'b0;
          shift = 0;
          shift[11:0] = bnum;
          for (i = 0; i < 12; i = i + 1)
          begin
               if (shift[15:12] >= 5)
                    shift[15:12] = shift[15:12] + 3;
               if (shift[19:16] >= 5)
                    shift[19:16] = shift[19:16] + 3;
               if (shift[23:20] >= 5)
                    shift[23:20] = shift[23:20] + 3;
               if (shift[27:24] >= 5)
                    shift[27:24] = shift[27:24] + 3;
               shift = shift << 1;
          end
          thousands = shift[27:24];
          hundreds  = shift[23:20];
          tens      = shift[19:16];
          ones      = shift[15:12];
          BCD = {thousands,hundreds,tens,ones};
     end
endmodule
module Decoder(
    input [1:0]countout,
    input [15:0]BCD,
    output reg [3:0]digits,
    output reg [3:0]LED_BCD
);
 always @(*)
     begin
          case(countout)
               2'b00: begin
                    digits = 4'b0111;
                    LED_BCD = BCD[15:12];
               end
               2'b01: begin
                    digits = 4'b1011;
                    LED_BCD = BCD[11:8];
               end
               2'b10: begin
                    digits = 4'b1101;                 
                    LED_BCD = BCD[7:4];
               end
               2'b11: begin
                    digits = 4'b1110;
                    LED_BCD = BCD[3:0];
               end
          endcase
     end
endmodule
module SlowClock(
    input CLK,
    input reset,
    output [1:0]countout
);
reg [20:0] refresh_counter; 
always @(posedge CLK)
begin 
 if(reset==1)
  refresh_counter <= 0;
 else
  refresh_counter <= refresh_counter + 1;
end 
assign countout = refresh_counter[20:19];
endmodule
module Top(
    input IN,
    input CLK, 
    input reset,
    output [3:0]digits,
    output [6:0] SEG 
);
wire [11:0]bnum;
wire [1:0]countout;
wire [15:0] BCD;
wire [3:0] LED_BCD;
SlowClock u3(
    .CLK(CLK),
    .reset(reset),
    .countout(countout)
    );
freq_counter u1(
          .CLK(CLK),
          .IN(IN),
          .freq(bnum)
);
BinaryToBCD u5(
    .bnum(bnum),
    .BCD(BCD)
);
Decoder u8(
    .countout(countout),
    .BCD(BCD),
    .digits(digits),
    .LED_BCD(LED_BCD)
    );
BCDtoSevenSeg u9(
    .LED_BCD(LED_BCD),
    .SEG(SEG)
    );
endmodule
`timescale 1 ns / 1 ps  
module freq_counter(
	input CLK,
	input IN,
	output reg [11:0] freq = 12'b0);
	reg[31:0] count = 32'b0;
	reg [11:0] edge_count = 12'b0;
	reg last = 0;
	 localparam max = 'd100000000;          
	always @(posedge CLK) begin
		last <= IN;
	end
	always @ (posedge CLK)
	begin
		case (1)
			count < max: begin
				count <= count + 1;
				if(~last & IN)
					edge_count <= edge_count + 1;
				end
			default: begin
				freq <= edge_count;
				edge_count <= 0;
				count <= 0;
			end
		endcase
	end
endmodule
==> impl_metrics.ini <==
; physical design summary
[grt]
overflow = 0
grt_pass1_vias = 5189
grt_max_degree = 45
antenna_found_initial = 0
grt_util_all_layers_pct = 22.7
grt_first_pass_wirelength_microns = 23500

[worst_setup_path]
max_stage_delay_ns = 0.43
required_ns = 7.68
path_max_fanout = 6
crit_arrival_ns = 7.89
worstSetupPathType = flip-flop to output pin
reg2reg_depth = 7
worst-r2r-setup-slack_ns = 7.32
reg2reg_from = u1.count[11]
startpoint_type = flip-flop
rr_endpoint = u1.freq[0]
cp_common_cell = ha_4
slowest_stage = edfxtp_1
worst_setup_path_end_kind = output pin

[worst_hold_path]
whs_endpoint = u3.refresh_counter[0]
holdPathStages = 1
hp-start = u3.refresh_counter[0]
hold_path_class = flip-flop to flip-flop

[synth]
yosys-stat-area_sq_um = 5910
synth.ff_latch_count = 78
syn_inst = 736
edf_count = 12
ys.flop_type = dfxtp_1
syn_area_sq_um = 5910
synth.avg_cell_area_sq_um = 8.02
netlist-cell-type-count = 90
synthArstFlopShare_pct = 0
yosys-stat-cells = 736
yosysWarnings = 5
ys_seq_share_pct = 28.5

[route]
wl_microns = 13800
via_per_inst = 5.50
dr_total_vias = 5613
wl_met1_microns = 7120
wl_met2_microns = 6320
antenna_left = 0
met3_length_microns = 243
drc = 0
routed.top_layer = met4
num_antenna_cells = 0
routedWlPerCell_microns = 13.5
detail_route.iter0.violations = 434
drt_pass1_iterations = 4

[cells_and_area]
drive_gt1_share_pct = 32.3
comb_area_sq_um = 4670
lay_top_count = buf_4
syn2layout_area_growth_pct = 37.7
final_core_util_pct = 70.9
seqCellArea_sq_um = 1680
nFillCells = 818
mostFrequentLayoutCells = buf_4, nor2_1, dfxtp_1, nand2_1, xor2_1

[floorplan]
die-area_sq_um = 12300
fp-row-count = 39
io_pins = 14
die_h_microns = 111
coreArea_sq_um = 11500
fp_util_pct = 51.5
fp.dieW_microns = 111

[placement]
io_buffers = 13
place.gp.congestion = 0.894
place_ws_ns = -0.174
dp.final_hpwl_microns = 9880

[run_status]
violations = setup timing
status = finished with violations

[run]
cap_violations = 0
tool_warnings = 37

[timing]
tns_ns = -0.830
finalClockSkew_ns = 0.00405
drv_slew = 0
rsz0062_at_grt = true
fin_crit_ns = 9.81
setup_violations = 6
hold_violations = 0
relSlewSlack_pct = 46.9
period_used_pct = 102
tightest_slew_ns = 0.789
fmax_mhz = 102
setup_ws_ns = -0.214

[power_and_ir_drop]
p_clk_share_pct = 40.7
comb_power_share_pct = 20.7
seqPwrFrac_pct = 38.6
swShare_pct = 25.3
p_int_w = 0.000652
powerDensity_nw_per_um2 = 107
p_switching_w = 0.000221
p_leak_nw = 3.30
ir_drop_mv = 0.141

[clock_network]
cts_made_buffers = 9
cts.htree.levels = 3
postCtsHoldBufs = 0
cts.sinks = 78
cts_tree = built
clkLatencyLatePin_ns = 0.33
clock_path_buffers = 2
cts_root_buf = clkbuf_16
clkTransAtPathRegs_ns = 0.06
layout make-up:
| cell class | instances | share of cell area (%) |
|---|---|---|
| Tap cell | 143 | 2.20 |
| Sequential cell | 78 | 20.7 |
| Multi-Input combinational cell | 602 | 57.4 |
| Clock buffer | 9 | 2.77 |
| Timing Repair Buffer | 146 | 14.1 |
| Inverter | 36 | 1.75 |
| Clock inverter | 7 | 1.17 |
cells in the mapped netlist, drive strengths merged (5+ instances only):
master	number	area (sq um)
a211o	6	52.6
a211oi	8	65.1
a21o	10	75.1
a21oi	33	165
a221oi	6	58.8
a31oi	7	50.1
and2	8	50.1
and3	14	87.6
clkbuf	20	75.1
dfxtp	66	1320
edfxtp	12	360
ha	26	325
inv	34	128
mux2	6	78.8
mux2i	16	176
nand2	56	210
nand2b	8	50.1
nand3	34	170
nand4	13	81.3
nor2	106	408
nor2b	8	50.1
nor3	18	95.1
nor4	9	56.3
o211ai	8	70.1
o21a	5	37.5
o21ai	40	211
o221a	5	56.3
o22ai	6	37.5
or2	8	50.1
or3	5	31.3
xnor2	24	218
xor2	42	375
per-layer routing:
| layer | track usage [%] | up-vias |
|---|---|---|
| met5 | 0 | - |
| met4 | 1.78 | 0 |
| met3 | 1.67 | 7 |
| met2 | 36.1 | 50 |
| met1 | 36.5 | 2602 |
| li1 | - | 2954 |
registers in the layout, indices dropped and copies added (netlist names):
register and flops:
u3.refresh_counter 21, u1.edge_count 12, u1.last 1, u1.freq 12, u1.count 32
worst max-delay path, delay by kind of cell, from the launching register on:
| kind | cells | cell delay, ns |
|---|---|---|
| AND-OR/OR-AND | 10 | 2.48 |
| XOR/XNOR | 4 | 0.64 |
| multiplexers | 3 | 0.71 |
| flip-flops | 1 | 0.43 |
| adder cells (fa/ha/maj) | 6 | 1.09 |
| AND/OR/NAND/NOR | 8 | 1.37 |
| buffers and inverters | 8 | 0.84 |
power groups by stage:
stage     Clock, W  Combinational [W]  Sequential, W
4_1_cts   0.000363           0.000156       0.000337
5_1_grt   0.000374           0.000199       0.000338
6_report  0.000355           0.000181       0.000337
kinds of logic after synthesis:
family,share of synthesized area (%)
flip-flops,28.5
AND-OR/OR-AND,22.4
AND/OR/NAND/NOR,24.8
buffers and inverters,4.05
other,0.0635
adder cells (fa/ha/maj),5.51
XOR/XNOR,10.4
multiplexers,4.32
per-stage QoR:
step / cells / cell area, sq um / total power (W) / hold slack [ns]
2_1_floorplan: 740 / 6150 / 0.000442 / 0.413
3_3_place_gp: 971 / 7100 / 0.000490 / 0.422
3_5_place_dp: 971 / 7100 / 0.000492 / 0.438
4_1_cts: 1004 / 7670 / 0.000857 / 0.446
5_1_grt: 1021 / 8130 / 0.000911 / 0.452
6_report: 1021 / 8130 / 0.000873 / 0.442
timing repair:
item / 4_1_cts / 5_1_grt
setup endpoints to repair: 7 / 7
setup buffers: 19 / 18
pin swaps: 34 / 49
resized: 40 / 76
worst max-delay path by stage:
stage            from      to  slack, ns  cells past startpoint
4_1_cts    u1.freq[9]  SEG[0]      -0.23                     40
5_1_grt   u1.freq[10]  SEG[6]      -0.67                     42
6_report   u1.freq[9]  SEG[6]      -0.21                     39
Power is estimated from default activity; no workload was simulated.
